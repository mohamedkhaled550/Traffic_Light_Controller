**flow/config.mk**
```make
export PLATFORM = sky130hd
export DESIGN_NAME = traffic_light
export DESIGN_NICKNAME = traffic_light
export VERILOG_FILES = /design/flow/design.v
export SDC_FILE = /design/flow/constraint.sdc
export NUM_CORES = 4
export LEC_CHECK = 1
export CORE_UTILIZATION = 30
```
**flow/constraint.sdc**
```tcl
current_design traffic_light

set clk_period 2.2
set clk_io_pct 0.2

create_clock -name clk0 -period $clk_period [get_ports {clk}]

set non_clock_inputs [all_inputs -no_clocks]
set_input_delay [expr $clk_period * $clk_io_pct] -clock clk0 $non_clock_inputs
set_output_delay [expr $clk_period * $clk_io_pct] -clock clk0 [all_outputs]
```
**flow/design.v**
```verilog
module timer_parameter
#(parameter Final_value = 20)
(
	input clk, reset_n, en,
	output done
);
reg [$clog2(Final_value)-1:0] Q_reg = 'b0, Q_next;
always @(posedge clk, negedge reset_n)
begin
	if(!reset_n)
		Q_reg <= 'b0;
	else if(en)
		Q_reg <= Q_next;
	else
		Q_reg <= Q_reg;		
end
assign done = Q_reg == Final_value;
always @(*)
begin
	if(done)
		Q_next = 'b0;
	else
		Q_next = Q_reg + 1;
end
endmodule
module traffic_light(
	input clk, reset_n, Sa, Sb,
	output Ra, Ya, Ga ,Rb, Yb, Gb
);
wire timer_done_60, timer_done_50, timer_done_10;
wire timer_reset_60, timer_reset_50, timer_reset_10;
traffic_light_controller TC (
	.clk(clk),
	.reset_n(reset_n),
	.Sa(Sa),
	.Sb(Sb),
	.Ra(Ra),
	.Ya(Ya),
	.Ga(Ga),
	.Rb(Rb),
	.Yb(Yb),
	.Gb(Gb),
	.timer_done_60(timer_done_60),
	.timer_done_50(timer_done_50),
	.timer_done_10(timer_done_10),
	.timer_reset_60(timer_reset_60),
	.timer_reset_50(timer_reset_50),
	.timer_reset_10(timer_reset_10)
);
timer_parameter#(.Final_value(999_999)) T10
(
	.clk(clk),
	.reset_n(~timer_reset_10),
	.en(1'b1),
	.done(timer_done_10)
);
timer_parameter#(.Final_value(4_999_999)) T50
(
	.clk(clk),
	.reset_n(~timer_reset_50),
	.en(1'b1),
	.done(timer_done_50)
);
timer_parameter#(.Final_value(5_999_999)) T60
(
	.clk(clk),
	.reset_n(~timer_reset_60),
	.en(1'b1),
	.done(timer_done_60)
);
endmodule
module traffic_light_controller
(
	input clk, reset_n,
	input Sa,Sb, 
	input timer_done_60, timer_done_50, timer_done_10,
	output reg Ra, Ya, Ga ,Rb, Yb, Gb,
	output reg timer_reset_60, timer_reset_50, timer_reset_10
);
reg [3:0] state_reg, state_next;
localparam [3:0] s0=0,s1=1,s2=2,s3=3,s4=4,s5=5,s6=6,s7=7,
		 s8=8,s9=9,s10=10,s11=11;
always@(posedge clk, negedge reset_n)
begin
	if(!reset_n)
		state_reg <= s0;
	else
		state_reg <= state_next;
end
always @(*)
begin
	case(state_reg)
		s0: if(timer_done_60)
			state_next = s1;
		else
			state_next = s0;
		s1: if(~Sb)
			state_next = s2;
		else
			state_next = s4;
		s2: if(Sb)
			state_next = s1;
		else if(~Sb & timer_done_10)
			state_next = s3;
		else if(~timer_done_10)
			state_next = s2;
		s3: if(~Sb)
			state_next = s2;
		else
			state_next = s4;
		s4: if(~timer_done_10)
			state_next = s4;
		else
			state_next = s5;
		s5: state_next = s6;
		s6: if(~timer_done_50)
			state_next = s6;
		else 
			state_next = s7;
		s7: if(Sa | ~Sb)
			state_next = s10;
		else
			state_next = s8;
		s8: if(Sa | ~Sb)
			state_next = s7;
		else if(Sb & ~Sa & timer_done_10)
			state_next = s9;
		else if(~timer_done_10)
			state_next = s8;
		s9: if(Sb & ~Sa)
			state_next = s8;
		else if(Sa | ~Sb)
			state_next = s10;
		s10: if(~timer_done_10)
			state_next = s10;
		else
			state_next = s11;
		s11: state_next = s0;
		default: state_next = s0;
	endcase
end
always@(*)
begin
	Ra = 0;
	Ya = 0;
	Ga = 0;
	Rb = 0;
	Yb = 0;
	Gb = 0;
	timer_reset_10 = 0;
	timer_reset_50 = 0;
	timer_reset_60 = 0;
	case(state_reg)
		s0: begin
			Ga = 1;
			Rb = 1;
		end
		s1: begin
			Ga = 1;
			Rb = 1;
			timer_reset_10 = 1;
		end
		s2: begin
			Ga = 1;
			Rb = 1;
		end
		s3:begin
			Ga = 1;
			Rb = 1;
			timer_reset_10 = 1;
		end
		s4:begin
			Rb = 1;
			Ya = 1;
		end
		s5:begin
			Gb = 1;
			Ra = 1;
			timer_reset_50 = 1;
		end
		s6:begin
			Gb = 1;
			Ra = 1;
		end
		s7:begin
			Gb = 1;
			Ra = 1;
			timer_reset_10 = 1;
		end
		s8:begin
			Gb = 1;
			Ra = 1;
		end
		s9:begin
			Gb = 1;
			Ra = 1;
			timer_reset_10 = 1;
		end
		s10:begin
			Yb = 1;
			Ra = 1;
		end
		s11:begin
			Ga = 1;
			Rb = 1;
			timer_reset_60 = 1;
		end
		default;
	endcase
end
endmodule
```
**flow/run.sh**
```bash
#!/bin/bash
# OpenROAD 26Q1-2900-gdf79404cd8, Yosys 0.63+post, stock flow scripts
make -C /OpenROAD-flow-scripts/flow DESIGN_CONFIG=/design/flow/config.mk WORK_HOME=/design/flow/orfs finish
```
==> changes_impl.md <==
### Changed

* Status: complete, but fails checks
* Violated checks: negative setup slack
* Net Sw Power at 0.0005198 W
* Met3 GRT Util at 0.02719
* P per Cell Area at 662.2 nW/µm²
* Global route hottest layer: met1
* Root Buffer: clkbuf_16
* Post-route ant nets at 0
* I/O pins at 10
* # setup viols final at 1
* Post-Route Skew at 0.007396 ns
* CP max stage cell: or4b_4
* Crit Path Class: flip-flop to flip-flop
* Num rows at 39
* Mapped Cells at 349
* Crit. Startpoint: T10.Q_reg[6]
* Routed wire length at 6.158 mm
* Max-Cap Viols at 0
* Crit path DRT at 2.46 ns
* Top cells, area: dfrtp_1 50%, xnor2_1 7.0%, xor2_1 5.3%
* Fmax at roughly 440 MHz
* Syn Area/Cell at between 9 and 10 µm²
* R2R setup slack at -0.1 ns
* FP Core Util at 0.3067
* Post-DP HPWL at 4.234 mm
* Avg WL per Cell at 11.53 µm
* Die height at around 110 µm
* Chip Area, Yosys at ~3500 µm²
* CTS tree: built
* Die area at 12060 µm²
* PortBufs at 9
* Flop pwr share at 0.460
* Synth unique cells at 48
* Leak at ~1.8 nW
* CP startpoint kind: flip-flop
* DP Worst Slack at -0.1798 ns
* Max incr delay on CP at 0.56 ns
* Grt met1 use at 0.1681
* Hold WC Path Type: primary input to asynchronous set/reset pin
* Layout cells sized above 1 at 0.1304
* #FFs+latches synth at 74
* GP Congestion at 0.7695
* Largest net degree at the start of global routing at 24
* RR Endpoint: TC.state_reg[0]
* GRT Total Usage at 0.1094
* Met2 usage at 0.1661
* Worst reg-to-reg path cell count at 6
* Vias per std cell at between 4 and 5
* Clock Path Buffers at 2
* Clk slew on worst S/H paths at 0.06 ns
* Dominant register cell: dfrtp_1
* Total CTS buffers at 9
* Max IR drop VDD at 0.4183 mV
* Count of tool warnings at 27
* Post-synth EDFFs at 0
* CP Capture Type: flip-flop
* Clk latency of the worst-skew pair at 0.33 ns
* Count leader, synth: dfrtp_1
* Clock power share at 0.536
* Overflow after GRT at 0
* Cell class contributing the biggest share of worst-path delay: simple AND/OR/NAND/NOR gates
* CP Capture Point: TC.state_reg[0]
* Final worst-path cycle share at 1.044
* Die X-Extent at 109.8 µm
* Worst path depth at 6
* Sw frac at 0.1852
* Top cell type's share of synthesized area at 0.5023
* First-pass GRT wire length at 10.49 mm
* Fin. Hold Viols at 0
* Htree depth at 3
* Area of the mapped netlist at 3487 µm²
* Final Total Pwr at 0.002807 W
* P&R area growth vs syn at 21.56%
* Remaining DRCs at 0
* Crit-path max FO at 6
* Vias post-DR at 2505
* RSZ-0062 raised after global routing: true
* Total core area at between 10000 and 15000 µm²
* 1st-pass router iterations at 4
* Int Pwr at around 0.0023 W
* Ys cells at between 300 and 400
* Register pins left without a clock at 4
* Min cycle time layout at between 2 and 2.5 ns
* CP Data Arrival Time at 2.56 ns
* # diodes at 0
* Initial antenna violation count at 0
* Fraction of registers with async set/reset at 0.9459
* Critical R2R Launch: T10.Q_reg[6]
* Top post-synthesis cells by count: 70 x dfrtp_1, 39 x nor2_1, 33 x nand2_1
* Critical-path cell list: or4b_4 > nor4_4 > nand3_2 > or3_1 > nand3_1 > dlxtn_1
* YS warnings at 4
* Vias in the first global route at 2366
* Setup ws final at -0.09596 ns
* Crit path buf inv count at 0
* Final slew viol count at 0
* Endpoints left unconstrained at 4
* Initial DRC count at 179
* Biggest area consumer among synthesized cells: dfrtp_1
* Comb power frac at 0.004
==> layout by cell type, fill, tap and decap left out, types with 2 or more instances in the layout <==
| cell type | synthesis | routed |
|---|---|---|
| o211ai_1 | 3 | 3 |
| nor3_1 | 6 | 6 |
| clkinv_2 | 0 | 2 |
| and2_1 | 2 | 2 |
| xor2_1 | 21 | 21 |
| nor4_4 | 1 | 2 |
| ha_1 | 3 | 3 |
| a21oi_1 | 5 | 5 |
| nand2_1 | 33 | 32 |
| nand3b_1 | 8 | 8 |
| dfrtp_1 | 70 | 67 |
| nor4_1 | 5 | 4 |
| a21o_1 | 2 | 2 |
| inv_1 | 6 | 5 |
| clkdlybuf4s50_1 | 0 | 9 |
| buf_4 | 0 | 20 |
| xnor2_1 | 28 | 28 |
| clkbuf_16 | 0 | 9 |
| and3_1 | 9 | 9 |
| nor2_1 | 39 | 38 |
| o31ai_1 | 3 | 3 |
| dlxtn_1 | 4 | 4 |
| nand2b_1 | 2 | 2 |
| nor4b_1 | 3 | 3 |
| bufinv_16 | 0 | 2 |
| conb_1 | 1 | 4 |
| nand4_1 | 16 | 16 |
| nand3_1 | 32 | 32 |
| nor2b_1 | 6 | 6 |
| and4_1 | 3 | 3 |
| o22ai_1 | 2 | 2 |
| o21ai_0 | 10 | 10 |
| dfrtp_2 | 0 | 3 |
==> power by group through the flow <==
stage         combinational [W]  sequential (W)  clock [W]
CTS                   0.0000105         0.00129    0.00154
global route          0.0000118         0.00129    0.00159
finish                0.0000104         0.00129    0.00150
==> logic make-up after synthesis <==
| group | share of synthesized area |
|---|---|
| xor gates and xnor gates | 0.1231 |
| buffers and inverters | 0.01579 |
| AOI/OAI and AO/OA | 0.04844 |
| latches | 0.01722 |
| adders and majority gates | 0.01364 |
| and+or+nand+nor | 0.2756 |
| DFF | 0.5023 |
| muxes | 0.002871 |
| other | 0.001075 |
==> layout make-up <==
class	instances	area, µm²
Clock buffer	10	229.0
Clock inverter	6	86.33
Fill cell	1097	7131
Inverter	7	26.28
Multi-Input combinational cell	264	1652
Sequential cell	74	1815
Tap cell	143	178.9
Timing Repair Buffer	30	251.5
==> worst reg2reg max path, stage by stage, from the launching register on <==
cell and delay [ns]:
dfrtp_1 0.38, or4b_4 0.56, nor4_4 0.33, nand3_2 0.19, or3_1 0.35, nand3_1 0.09
dlxtn_1 0.34
==> routing by layer <==
| layer | share of wire | vias to the layer above |
|---|---|---|
| li1 | - | 1288 |
| met1 | 0.53 | 1194 |
| met2 | 0.43 | 21 |
| met3 | 0.032 | 2 |
| met4 | 0.0050 | 0 |
| met5 | 0 | - |
==> metrics by stage <==
stage / TNS (ns) / instance area [µm²] / cells / util / hold WS [ns]
3_3_place_gp: -0.1603 / 3850 / 511 / 0.3386 / 0.4370
5_1_grt: -0.2267 / 4239 / 534 / 0.3728 / 0.3138
4_1_cts: -0.1418 / 4195 / 531 / 0.3690 / 0.3045
2_1_floorplan: 0 / 3498 / 352 / - / 0.1444
6_report: -0.09596 / 4239 / 534 / 0.3728 / 0.3154
3_5_place_dp: -0.1798 / 3850 / 511 / 0.3386 / 0.4557
==> what timing repair did <==
action | in CTS | in global routing
setup endpoints to repair | 3 | 6
setup buffers | 5 | 4
gates resized | 1 | 7
pin swaps | 3 | 2
gates cloned | 0 | 0
hold buffers | 0 | 0
endpoints found under the hold margin | 0 | 0
==> worst min-delay path by stage <==
stage                 startpoint         endpoint  slack [ns]  cells past startpoint
final                    reset_n  TC.state_reg[1]        0.32                      1
after CTS                reset_n  TC.state_reg[2]        0.30                      1
after global routing     reset_n  TC.state_reg[0]        0.31                      1
No activity file was given, so power comes from the tool's default toggle rates.
